===== flow/config.mk =====
export PLATFORM = sky130hd
export DESIGN_NAME = seg9H1
export DESIGN_NICKNAME = seg9H1
export VERILOG_FILES = /design/flow/design.v
export SDC_FILE = /design/flow/constraint.sdc
export NUM_CORES = 4
export LEC_CHECK = 1
export CORE_AREA = 10 10 70 70
export DIE_AREA = 0 0 80 80

===== flow/constraint.sdc =====
current_design seg9H1

set clk_period 1.2
set clk_io_pct 0.2

create_clock -name clk0 -period $clk_period

set non_clock_inputs [all_inputs -no_clocks]
set_input_delay [expr $clk_period * $clk_io_pct] -clock clk0 $non_clock_inputs
set_output_delay [expr $clk_period * $clk_io_pct] -clock clk0 [all_outputs]

===== flow/design.v =====
module seg9H1 (bcd, leds);
	input logic [9:0] bcd;
	output logic [6:0] leds;
	always_comb begin
		case(bcd) 
		 10'b0000000000: leds = 7'b1000000;  
		 10'b0000000001: leds = 7'b1111001;  
		 10'b0000000010: leds = 7'b0100100;  
		 10'b0000000011: leds = 7'b0110000;  
		 10'b0000000100: leds = 7'b0011001;  
		 10'b0000000101: leds = 7'b0010010;  
		 10'b0000000110: leds = 7'b0000010;  
		 10'b0000000111: leds = 7'b1111000;  
		 10'b0000001000: leds = 7'b0000000;  
		 10'b0000001001: leds = 7'b0010000;  
		 default: leds = 7'bX;
		endcase
	end
endmodule 

===== flow/run.sh =====
#!/bin/bash
# OpenROAD 26Q1-2900-gdf79404cd8, Yosys 0.63+post, stock flow scripts
make -C /OpenROAD-flow-scripts/flow DESIGN_CONFIG=/design/flow/config.mk WORK_HOME=/design/flow/orfs finish

==> GITHUB_STEP_SUMMARY <==
### Yosys + OpenROAD results

| Metric | Value |
|---|---|
| Status | finished clean |
| Fin crit share | 99.38% |
| Design Power | between 0.1 and 0.15 mW |
| Synthesized area | between 150 and 200 um^2 |
| Post-synthesis instance total | 21 |
| Tool warnings | around 44 |
| Post-synthesis cell type count | 10 |
| Diode count | 0 |
| Core area | around 3400 um^2 |
| Yosys aoi share | ~13% |
| Main logic family | adder cells |
| Pins Over Slew Limit | 0 |
| Pwr Density | ~260 nW/um^2 |
| Worst setup SP type | input port |
| Remaining antenna violation count | 0 |
| Worst setup path class | input port to output pin |
| Drt wl/cell | ~7.7 um |
| Fill count | around 400 |
| Global Route Usage Sum | approximately 1.9% |
| Via count | roughly 210 |
| Largest net degree at the start of global routing | 9 |
| WL final | 643 um |
| Worst path cell trace | buf_8, inv_8, ha_2, or2_1, a21oi_2, buf_2 |
| Avg Inst Size Synth | around 7.4 um^2 |
| Register area | 0 um^2 |
| XOR/XNOR share of the synthesized area | 0% |
| Worst Hold End | leds[2] |
| Yosys Chip Area | ~160 um^2 |
| Post-route setup slack | ~7.5 ps |
| Ys cells | 21 |
| Share of cells above drive strength 1 | 84.21% |
| Worst hold slack | about 800 ps |
| Leakage | about 0.18 nW |
| MI comb area | 241.5 um^2 |
| Max-cap check violation count | 0 |
| Global-route wire length before repair | between 1000 and 1500 um |
| Gr ovfl total | 0 |
| Seq_cells | 0 |
| Cts hold-fix bufs | 0 |
| Peak Freq | ~840 MHz |
| Hold depth | 3 |
| Peak supply drop | about 0.000041 V |
| Slew headroom | 92.87% |
| Placed Instances | between 80 and 90 |
| I/O Pins | 17 |
| Final hold violations | 0 |
| Basic Gates by Area | between 30% and 40% |
| CP max FO | 3 |
| Area Overhead vs Synth | 194.4% |
| Fa+ha+maj area frac | 40.32% |
| Vias in the first global route | around 220 |
| Hold Path Class | input port to output pin |
| CP arrival | approximately 950 ps |
| Dpl hpwl | about 510 um |
| Drt initial violations | 2 |
| DRC Markers | 0 |
| Number of buffers added on ports | 11 |
| Die height | 80 um |
| Slowest stage delay, CP | ~220 ps |
| Final setup violation count | 0 |
| Crit. End Element | output pin |
| Final Non-Filler Cells | 84 |
| Seq share, synth | 0% |
| Worst slew pin tran | 104.0 ps |
| Yosys warning tally | 1 |
| Site Rows | 21 |
| Hold_sp | bcd[3] |
| Die X | around 80 um |
| Pre-CTS setup slack | -898.1 ps |
| Vias per inst | ~2.4 |
| Core utilization at floorplan | under 10% |
| Crit path required time | about 960 ps |
| Multiplexer share | 6.452% |
| RSZ-0062 raised after global routing | yes |
| Tmin final | 1193 ps |
| Clock buffers | 0 |
| CP max stage cell | or2_1 |
| Die area | 6400 um^2 |
| Initial antenna violation count | 0 |
| Setup TNS | 0 ps |
| DRT Pass-1 Iters | 2 |
| Placer Congestion | 0.6585 |
power by group:
| group | internal, mW | total, mW | switching, mW |
|---|---|---|---|
| Combinational | 0.0689 | 0.118 | 0.0486 |
| Clock | 0 | 0 | 0 |
| Sequential | 0 | 0 | 0 |
| Total | 0.0689 | 0.118 | 0.0486 |
cells in the mapped netlist:
library cell	count	share of area [%]
ha_1	5	40
a21oi_1	4	13
inv_1	2	4.8
nand2_1	2	4.8
nand2b_1	2	8.1
or2_1	2	8.1
and2_1	1	4.0
mux2i_1	1	6.5
nor2b_2	1	5.6
nor3b_1	1	4.8
layout by cell type, fill, tap and decap left out, drive strengths merged:
master and instances:
nand2 2, nor3b 1, and2 1, clkbuf 2
nand2b 2, clkdlybuf4s15 1, ha 5, inv 2
mux2i 1, nor2b 1, buf 14, or2 2
a21oi 4
layer usage:
metal  vias up  global-route usage, %  routed length [um]
met5         -                      0                   0
met4         0                      0                   0
met3         0                 0.3409                  47
met2         5                  3.852                 355
met1        95                  2.175                 240
li1        105                      -                   -
through the flow:
| step | utilization [%] | cell area [um^2] |
|---|---|---|
| floorplan | - | 155.1 |
| global placement | 10.55 | 360.3 |
| detailed placement | 10.55 | 360.3 |
| CTS | 12.12 | 414.1 |
| global route | 13.37 | 456.7 |
| finish | 13.37 | 456.7 |
how the worst max path moves through the flow:
stage	startpoint	end	slack (ps)	depth (start not counted)
CTS	bcd[0]	leds[5]	-10	6
finish	bcd[0]	leds[5]	7	6
global route	bcd[0]	leds[3]	-20	6
worst max-delay path, delay by kind of cell:
| family | cells | cell delay (ps) |
|---|---|---|
| buf+inv | 3 | 220 |
| simple gates | 1 | 220 |
| fa+ha+maj | 1 | 160 |
| compound gates | 1 | 110 |
what timing repair did:
item                                    4_1_cts  5_1_grt
pin swaps                                     7        4
gates cloned                                  0        0
endpoints found under the setup margin        7        7
gates resized                                59       11
buffers inserted                              1        0
kinds of logic (layout without fill, tap and decap cells):
kind of cell,count (synthesis),in the layout
adder cells (fa/ha/maj),5,5
multiplexers,1,1
AND/OR/NAND/NOR,9,9
buffers and inverters,2,19
AND-OR/OR-AND,4,4
cell type report:
| cell class | count | area share [%] |
|---|---|---|
| tap | 46 | 12.60 |
| inverter | 2 | 4.932 |
| timing repair buffer | 17 | 29.59 |
| multi-input combinational | 19 | 52.88 |
Power and IR drop assume default switching activity.
